**/design/flow/run.sh**
```bash
#!/bin/bash
# OpenROAD 26Q1-2900-gdf79404cd8, Yosys 0.63+post, stock flow scripts
make -C /OpenROAD-flow-scripts/flow DESIGN_CONFIG=/design/flow/config.mk WORK_HOME=/design/flow/orfs finish
```
**/design/flow/constraint.sdc**
```tcl
current_design Top_module

set clk_period 2.4
set clk_io_pct 0.2

create_clock -name clk0 -period $clk_period [get_ports {clk}]

set non_clock_inputs [all_inputs -no_clocks]
set_input_delay [expr $clk_period * $clk_io_pct] -clock clk0 $non_clock_inputs
set_output_delay [expr $clk_period * $clk_io_pct] -clock clk0 [all_outputs]
```
**/design/flow/config.mk**
```make
export PLATFORM = sky130hd
export DESIGN_NAME = Top_module
export DESIGN_NICKNAME = Top_module
export VERILOG_FILES = /design/flow/design.v
export SDC_FILE = /design/flow/constraint.sdc
export NUM_CORES = 4
export LEC_CHECK = 1
export CORE_AREA = 10 10 102 102
export DIE_AREA = 0 0 112 112
export SYNTH_HDL_FRONTEND = slang
```
**/design/flow/design.v**
```verilog
module Fsm_con(
    input clk,
    input rst,
    input [3:0] key_in,
    input enter,
    output reg red_light,
    output reg green_light,
    output reg buzzer_alarm,
    output reg check,
    output reg locked
);
    wire door_unlocked;
    wire incorrect_flag;
    reg [2:0] current_state, next_state;
    reg [1:0] digit_count;
    parameter IDLE        = 3'b000;
    parameter INPUT_WAIT  = 3'b001;
    parameter CHECKING    = 3'b010;
    parameter WAIT_RESULT = 3'b011;
    parameter UNLOCKED    = 3'b100;
    parameter ALARM       = 3'b101;
    Password_checker pw_inst (
        .clk(clk),
        .rst(rst),
        .key_in(key_in),
        .enter(enter),
        .check(check),
        .door_unlocked(door_unlocked),
        .incorrect_flag(incorrect_flag)
    );
    always @(posedge clk or posedge rst) begin
        if (rst) begin
            current_state <= IDLE;
            digit_count <= 0;
        end else begin
            current_state <= next_state;
            if (current_state == INPUT_WAIT && enter)
                digit_count <= digit_count + 1;
            else if (current_state == IDLE)
                digit_count <= 0;
        end
    end
    always @(*) begin
        red_light = 1;
        green_light = 0;
        buzzer_alarm = 0;
        locked = 1;
        check = 0;
        next_state = current_state;
        case (current_state)
            IDLE: begin
                if (enter)
                    next_state = INPUT_WAIT;
            end
            INPUT_WAIT: begin
                if (digit_count == 3 && !enter)
                    next_state = CHECKING;
            end
            CHECKING: begin
                check = 1;
                next_state = WAIT_RESULT;
            end
            WAIT_RESULT: begin
                if (door_unlocked)
                    next_state = UNLOCKED;
                else if (incorrect_flag)
                    next_state = ALARM;
                else
                    next_state = INPUT_WAIT;  
            end
            UNLOCKED: begin
                red_light = 0;
                green_light = 1;
                locked = 0;
                next_state = IDLE;
            end
            ALARM: begin
                buzzer_alarm = 1;
                red_light = 1;
                green_light = 0;
                next_state = IDLE;
            end
        endcase
    end
endmodule
module Password_checker (
    input clk,
    input rst,
    input [3:0] key_in,
    input enter,
    input check,
    output reg door_unlocked,
    output reg incorrect_flag
);
    reg [3:0] password [3:0];
    reg [3:0] entered_password [3:0];
    reg [1:0] idx;  
    reg [1:0] attempts;
    always @(posedge clk or posedge rst) begin
        if (rst) begin
            password[0] <= 4'd2;
            password[1] <= 4'd2;
            password[2] <= 4'd3;
            password[3] <= 4'd4;
            idx <= 0;
            attempts <= 0;
            incorrect_flag <= 0;
            door_unlocked <= 0;
            entered_password[0] <= 0;
            entered_password[1] <= 0;
            entered_password[2] <= 0;
            entered_password[3] <= 0;
        end else begin
            if (enter && idx < 4) begin
                entered_password[idx] <= key_in;
                idx <= idx + 1;
            end
            if (check) begin
                if (entered_password[0] == password[0] &&
                    entered_password[1] == password[1] &&
                    entered_password[2] == password[2] &&
                    entered_password[3] == password[3]) begin
                        door_unlocked <= 1;
                        incorrect_flag <= 0;
                        attempts <= 0;
                end else begin
                    door_unlocked <= 0;
                    attempts <= attempts + 1;
                    incorrect_flag <= (attempts == 2);
                end
                entered_password[0] <= 0;
                entered_password[1] <= 0;
                entered_password[2] <= 0;
                entered_password[3] <= 0;
                idx <= 0;
            end
        end
    end
endmodule
module Top_module(
    input clk,
    input rst,
    input [3:0] key_in,
    input enter,
    output reg locked,
    output red_light,
    output green_light,
    output alarm
);
    wire check;
    wire door_unlocked;
    wire incorrect_flag;
    reg [23:0] unlock_timer;
    reg unlock_timer_enable;
    wire temp_locked;
    Password_checker PCint(
        .clk(clk),
        .rst(rst),
        .key_in(key_in),
        .enter(enter),
        .check(check),
        .door_unlocked(door_unlocked),
        .incorrect_flag(incorrect_flag)
    );
    Fsm_con fsm_con_int(
        .clk(clk),
        .rst(rst),
        .key_in(key_in),
        .enter(enter),
        .red_light(red_light),
        .green_light(green_light),
        .buzzer_alarm(alarm),
        .check(check),
        .locked(temp_locked)
    );
    parameter UNLOCK_TIME = 100;  
    always @(posedge clk or posedge rst) begin
        if (rst) begin
            locked <= 1;
            unlock_timer <= 0;
            unlock_timer_enable <= 0;
        end else begin
            if (!temp_locked && !unlock_timer_enable) begin
                locked <= 0;
                unlock_timer_enable <= 1;
                unlock_timer <= 0;
            end
            if (unlock_timer_enable) begin
                unlock_timer <= unlock_timer + 1;
                if (unlock_timer >= UNLOCK_TIME) begin
                    locked <= 1;  
                    unlock_timer_enable <= 0;
                    unlock_timer <= 0;
                end
            end
        end
    end
endmodule
```
==> summary.txt <==
Figures from the implementation reports.

- The top achievable clock speed reads 551 MHz.
- The number of stages on the worst hold path is 0.
- The die width reads between 100 and 150 µm.
- The final antenna diode count is 0.
- Per the post-synthesis stats, the area per cell is between 10 and 15 µm².
- The site row count is 33.
- The die height reads 112 µm.
- Before antenna repair, the detailed router went through 4 iterations.
- The final max-slew violation count is 0.
- The area of the placeable core reads between 8000 and 9000 µm².
- The met2 usage in global routing reads 0.0579.
- The remaining max-slew budget at the tightest pin is 0.535.
- The number of vias after detailed routing is approximately 1,100.
- Listed in order, past its start point the critical path passes inv_1 > clkdlybuf4s50_1.
- In this run the remaining antenna-violating nets after routing total 0.
- The layer with the highest usage reads met1.
- In the final report, the number of hold violations comes to 0.
- The total wire length after detailed routing reads around 2700 µm.
- The run finished with clean final reports.
- The floorplan step records an initial core utilization of 0.182.
- Across the routed clock network, the largest skew measured is around 0.0036 ns.
- The clock-pin slew reported for the worst setup and hold paths after clock tree synthesis is 0.06 ns.
- After global routing the overflow that remains totals 0.
- Along the critical path, the tally of buffer and inverter instances is 2.
- The total power after layout reads around 1.3 mW.
- The total tool warning count is 31.
- Setup repair after global routing left no endpoint under its margin.
- In the global route stage, met3 resource usage came out at 0.0157.
- The chip area line of the yosys report is ~1500 µm².
- Per the OpenROAD timing report, the critical path contains 2 cells.
- The report puts the hold buffer count at CTS at 0.
- The number of clock buffers added by TritonCTS is 5.
- The critical path class reads reg2out.
- The register-to-register path setup slack reads about 0.62 ns.
- The most common logic cells in the final layout are sky130_fd_sc_hd__dfrtp_1, sky130_fd_sc_hd__and2_1, sky130_fd_sc_hd__nand2_1.
- Summed over all cells, the static leakage comes to about 0.81 nW.
- The post-cts sizing count is 0.
- The largest single stage delay on the critical path is 0.48 ns.
- For this run, the register share of the synthesized area comes to 0.570.
- The count of routing violations after the opening detailed-route iteration reads between 70 and 80.
- The largest fanout on the critical path is 6.
- The yosys cell count is around 140.
- The largest area contributor in the netlist is sky130_fd_sc_hd__dfrtp_1.
- The global-route wire length before repair reads ~4800 µm.
- The number of max-cap violations reads 0.
- The routed layout reports a DRC error count of 0.
- The initial antenna violation count came to 0.
- The launching element type of the critical path reads a register.
- The maximum number of pins on one net before global-route repair reads 35.
- The worst flop-to-flop path endpoint reads unlock_timer[13]$_DFFE_PP0P_.
- Grouping stages by cell kind, the critical path spends the most delay in buffers and inverters.
- The area growth from synthesis to final layout is 18.5%.
- The via count of the first global-routing pass was between 900 and 1,000.
- The number of flops mapped to enable cells by yosys reads 0.
- The most frequently used flop master after synthesis is sky130_fd_sc_hd__dfrtp_1.
- The number of buffers inserted to repair setup after CTS is 0.
- The met1 routing resource usage after global routing reads 0.0693.
- The cell chosen for the clock root is sky130_fd_sc_hd__clkbuf_8.
- The endpoint class of the critical path is an output pin.
- The cell area that synthesis handed to floorplanning was around 1500 µm².
- The top cell type in the final layout, fill and taps aside, is sky130_fd_sc_hd__dfrtp_1.
- The overall die area reads 12,500 µm².
- Across the VDD grid, the largest voltage drop is 0.174 mV.
- Checking hold timing, the worst path is listed with class reg2reg.
- For hold timing, the worst endpoint is fsm_con_int.current_state[5]$_DFF_PP0_.
- During placement, the flow inserted port buffers numbering 5.
- The mean number of vias per cell reads roughly 4.
- The count of boundary I/O pins is 11.
- The slowest cell on the critical path is sky130_fd_sc_hd__clkdlybuf4s50_1.
- At the pin with the least slew margin, the transition time is about 0.7 ns.
- The final HPWL from detailed placement is 1900 µm.
- The number of register bits inferred by synthesis is 34.
- The final weighted congestion in routability-driven placement reads just under 0.8.
- At the worst endpoint, the arrival time is 1.33 ns.
- The fraction of layout cells with a size suffix above 1 reads 0.110.
- The synthesized instance count reads about 140.
- The synthesis report lists the most area-consuming cells as sky130_fd_sc_hd__dfrtp_1, sky130_fd_sc_hd__and2_1, sky130_fd_sc_hd__dfstp_2, sky130_fd_sc_hd__ha_1, sky130_fd_sc_hd__nand2_1.
- The startpoint of the most critical hold path reads fsm_con_int.current_state[2]$_DFF_PP0_.
- The share of the synthesized area in the top cell type is 0.535.
- The TritonCTS clock tree is done.
- The endpoint required time on the critical path is 1.92 ns.
- The aggregate negative setup slack is 0 ns.
- The largest buffer count on any clock path reads 2.
- The number of clock sinks is 34.
- The number of cells on the worst reg-to-reg path is 4.
- The number of distinct library cells after synthesis is 38.
- The power per cell area reads between 700 and 800 nW/µm².
- The source-to-sink clock delay at the later pin of the worst-skew pair is 0.28 ns.
- After layout, the minimum clock period comes to approximately 1.8 ns.
- The post-synthesis async set-or-reset flop share is 1.00.
- The share of the clock period used by the worst path after layout reads 0.756.
- The final number of setup-violating endpoints is 0.
- The startpoint of the most critical register-to-register path reads unlock_timer[16]$_DFFE_PP0P_.
- Total global-route track usage over all layers is 0.0443.
- The number of synthesis warnings is 16.
- The CTS H-tree depth reads 2.
- The detailed-route wire length per cell reads 10.5 µm.
layer usage:
layer	up-vias	part of all wire
met2	17	0.41
met4	0	0.0058
met3	2	0.056
met5	-	0
li1	530	-
met1	508	0.53
final cells by class:
type / count / area (µm²)
fill: 881 / 6440
clock buffer: 7 / 86.3
tap: 105 / 131
clock inverter: 1 / 5.00
sequential: 34 / 853
inverter: 9 / 33.8
multi-input combinational: 97 / 599
timing repair buffer: 7 / 65.1
cell families after synthesis:
family / after synthesis / share of synthesized area
simple gates: 62 / 0.231
flops: 34 / 0.570
compound gates: 30 / 0.136
buf+inv: 11 / 0.0301
fa+ha+maj: 3 / 0.0251
xor+xnor: 1 / 0.00585
other cells: 1 / 0.00250
flip-flops by register name, summed over array words and instances, names as in the netlist:
| name | count |
|---|---|
| unlock_timer | 24 |
| fsm_con_int.current_state | 5 |
| fsm_con_int.digit_count | 2 |
| fsm_con_int.pw_inst.door_unlocked | 1 |
| locked | 1 |
| unlock_timer_enable | 1 |
worst max path at each step:
stage                             endpoint  slack, ns                              startpoint
CTS                              red_light       0.56  fsm_con_int.current_state[1]$_DFF_PP0_
global route  unlock_timer[18]$_DFFE_PP0P_       0.45            unlock_timer[16]$_DFFE_PP0P_
finish                           red_light       0.59  fsm_con_int.current_state[1]$_DFF_PP0_
synthesized netlist by cell type, types with 4 or more instances:
master,n
sky130_fd_sc_hd__dfrtp_1,32
sky130_fd_sc_hd__and2_1,10
sky130_fd_sc_hd__nand2_1,10
sky130_fd_sc_hd__inv_1,9
sky130_fd_sc_hd__nor2_1,9
sky130_fd_sc_hd__nor3_1,6
sky130_fd_sc_hd__o21ai_0,6
sky130_fd_sc_hd__a21o_1,4
sky130_fd_sc_hd__nand3_1,4
sky130_fd_sc_hd__nor4_1,4
sky130_fd_sc_hd__or3_1,4
report_power, final:
group / internal (mW) / total (mW) / switching, mW
registers: 0.628 / 0.691 / 0.0625
logic: 0.0805 / 0.199 / 0.118
clock network: 0.231 / 0.423 / 0.192
total: 0.940 / 1.31 / 0.373
worst register-to-register path: stages (launching register included):
cell and delay (ns):
sky130_fd_sc_hd__dfrtp_1 0.40, sky130_fd_sc_hd__nor4_1 0.42, sky130_fd_sc_hd__nand4_1 0.35, sky130_fd_sc_hd__o22a_1 0.38, sky130_fd_sc_hd__a21oi_1 0.15
through the flow:
step | cells | instance area, µm² | worst slack (ns) | hold slack [ns] | utilization
after floorplan | 142 | 1500 | 0.936 | 0.346 | -
after global routing | 260 | 1770 | 0.445 | 0.378 | 0.216
after detailed placement | 252 | 1680 | 0.640 | 0.352 | 0.205
final | 260 | 1770 | 0.586 | 0.364 | 0.216
after global placement | 252 | 1680 | 0.639 | 0.349 | 0.205
after CTS | 260 | 1770 | 0.561 | 0.366 | 0.216
Power and IR drop assume default switching activity.
